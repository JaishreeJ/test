==> design/flow/design.v <==
module mealyseq(din, reset, clk, y);
output reg y;
input din;
input clk;
input reset;
reg [2:0] cst, nst;
parameter S0 = 3'b000,
          S1 = 3'b001,
          S2 = 3'b010,
          S3 = 3'b011,
          S4 = 3'b100,
          S5 = 3'b101;
always @(cst or din)
 begin
 case (cst)
   S0: if (din == 1'b1)
          begin
         nst <= S1;
          y<=1'b0;
          end
      else
          begin
           nst <= cst;
          y<=1'b0;
          end
   S1: if (din == 1'b1)
          begin
        nst <= S2;
          y<=1'b0;
          end
       else
          begin
           nst <= S0;
          y<=1'b0;
          end
   S2: if (din == 1'b1)
          begin
         nst <= S3;
          y<=1'b0;
          end    
            else
          begin
           nst <= S0;
          y<=1'b0;
          end
   S3: if (din == 1'b0)
          begin
         nst <= S4;
          y<=1'b0;
          end
       else
          begin
          nst <= cst;
          y<=1'b0;
          end
   S4: if (din == 1'b0)
          begin
         nst <= S5;
          y<=1'b0;
          end
       else
          begin
          nst <= S1;
          y<=1'b0;
          end
    S5: if (din == 1'b0)
          begin
         nst <= S0;
          y<=1'b1;
          end
       else
          begin
          nst <= S1;
          y<=1'b0;
          end
   default: nst = S0;
  endcase
end
always@(posedge clk)
begin
           if (reset)
             cst <= S0;
           else
             cst <= nst;
end
endmodule
==> design/flow/run.sh <==
#!/bin/bash
# OpenROAD 26Q1-2900-gdf79404cd8, Yosys 0.63+post, stock flow scripts
make -C /OpenROAD-flow-scripts/flow DESIGN_CONFIG=/design/flow/config.mk WORK_HOME=/design/flow/orfs finish
==> design/flow/config.mk <==
export PLATFORM = sky130hd
export DESIGN_NAME = mealyseq
export DESIGN_NICKNAME = mealyseq
export VERILOG_FILES = /design/flow/design.v
export SDC_FILE = /design/flow/constraint.sdc
export NUM_CORES = 4
export LEC_CHECK = 1
export CORE_AREA = 10 10 70 70
export DIE_AREA = 0 0 80 80
==> design/flow/constraint.sdc <==
current_design mealyseq

set clk_period 1.0
set clk_io_pct 0.2

create_clock -name clk0 -period $clk_period [get_ports {clk}]

set non_clock_inputs [all_inputs -no_clocks]
set_input_delay [expr $clk_period * $clk_io_pct] -clock clk0 $non_clock_inputs
set_output_delay [expr $clk_period * $clk_io_pct] -clock clk0 [all_outputs]
==> impl_metrics.py <==
# Generated from Yosys and OpenROAD reports
metrics = {
    "yosys": {
        "syn_inst": 20,
        "synth-seq-cells": 7,
        "ys_sh_adder": 0,
        "synthXorXnorAreaFrac": 0,
        "syn_area_per_cell_um2": 11.4,
        "ys_area_um2": 229,
        "ys_sh_simple": 0.361,
        "yosys_warnings": 1,
        "yosysUniqueCellTypes": 11,
        "mux_area_frac": 0,
        "aoi_share": 0.0328,
        "syn_area_um2": 229,
        "ys_cells": 20,
        "netlist_logic_family_top": "simple AND/OR/NAND/NOR gates",
    },
    "clocking": {
        "ctsHoldBuffers": 0,
        "cts_tree": "yes",
        "clk_latency_ns": 0.24,
        "cts_root_buf": "clkbuf_4",
        "postCtsSetupBuffers": 0,
        "htreeDepth": 1,
        "clock_path_buffers": 2,
        "worst_setup_hold_path_clk_slew_ns": 0.04,
        "cts_buffers": 3,
        "cts_resized": 0,
    },
    "run_status": {
        "status": "finished clean",
    },
    "sta": {
        "hold_viol": 0,
        "rsz0062_at_grt": "no",
        "finalSetupViolations": 0,
        "timing.final.crit_share": 0.860,
        "finClkSkew_ns": 0.00149,
        "unclocked_pins": 1,
        "period_needed_ns": 0.860,
        "slew_headroom": 0.818,
        "fmax_mhz": 1160,
        "worst_pin_slew_ns": 0.270,
        "untimed_endpoints": 2,
        "worst_slack_ns": 0.140,
        "slew_viol_final": 0,
    },
    "power_and_ir_drop": {
        "combPwrFrac": 0.070,
        "p_leak_nw": 0.114,
        "p_int_w": 0.000407,
        "fin_total_pwr_w": 0.000504,
        "worst_ir_drop_vdd_uv": 157,
        "p_seq_frac": 0.508,
        "p_sw_w": 0.0000972,
        "clockPowerShare": 0.422,
        "powerDensity_nw_per_um2": 1450,
        "switching_share": 0.193,
    },
    "global_routing": {
        "grt_pass1_wl_um": 745,
        "grt.overflow.total": 0,
        "globalRouteTotalUtil": 0.0144,
        "antenna_found_initial": 0,
        "grt_pass1_vias": 181,
        "grt_max_degree": 6,
    },
    "layout": {
        "final_cell_mix": "6 x dfxtp_1, 4 x nor2_1, 3 x clkbuf_4, 3 x clkdlybuf4s50_1, 2 x nor3b_1",
        "area.growth.synth_to_final_pct": 51.4,
        "final_cells": 73,
        "stdcell_area_um2": 347,
        "lay_top_count": "dfxtp_1",
        "drive_gt1_frac": 0.222,
    },
    "setup_path": {
        "startpoint_type": "flop",
        "cp.buffers_inverters": 0,
        "crit_required_ns": 1.12,
        "path_max_fanout": 3,
        "reg2reg_depth": 2,
        "cp_top_family": "flip-flops",
        "worstSetupPathType": "flop to flop",
        "path_depth": 2,
        "crit_path_end_kind": "flop",
        "cp_cell_sequence": "nor4_1 > o21bai_1",
        "arrival_ns": 0.98,
        "timing.critical_path.slowest_cell_delay_ns": 0.34,
        "cpMaxStageDelayCell": "dfxtp_1",
    },
    "route": {
        "antennaDiodeCount": 0,
        "vias": 159,
        "wire_per_inst_um": 5.99,
        "drcViolationCount": 0,
        "antenna_left": 0,
        "drt_iter0_drc": 2,
        "wl_um": 437,
        "dr.pass1.iters": 2,
        "viasPerCell": 2.18,
    },
    "die": {
        "core_area_um2": 3420,
        "ioPinCount": 4,
        "die-area_um2": 6400,
        "die.size.y_um": 80,
        "fp_util": 0.0670,
        "die_w_um": 80,
        "std_cell_rows": 21,
    },
    "worst_hold_path": {
        "worstHoldPathType": "flop to flop",
        "min_path_cells": 2,
    },
    "placed_design": {
        "dp.cells": 70,
        "place_ws_ns": -0.0521,
        "port_buffers": 3,
        "gp_congestion": 0.668,
        "dpl_cell_area_um2": 324,
    },
    "run": {
        "max_cap_viol_count": 0,
        "warnings": 25,
    },
}
[worst paths after layout]
kind	start	to	slack (ns)
max	cst[3]	cst[0]	0.14
min	cst[3]	cst[2]	0.49
max reg2reg	cst[3]	cst[0]	0.14
min reg2reg	cst[3]	cst[2]	0.49
[kinds of logic after synthesis]
logic type             Yosys count
latches                          1
and+or+nand+nor                 11
buffers and inverters            1
DFF                              6
AOI/OAI and AO/OA                1
[sequential cells by signal, indices dropped and copies added (netlist names)]
name,cells
y,1
cst,6
[synth_stat cells]
| library cell | n | area (µm²) |
|---|---|---|
| nor4_1 | 1 | 6.26 |
| dlxtn_1 | 1 | 15.0 |
| nor3b_1 | 2 | 15.0 |
| inv_1 | 1 | 3.75 |
| o21bai_1 | 1 | 7.51 |
| nand2b_1 | 1 | 6.26 |
| nor3_2 | 1 | 10.0 |
| nor4b_4 | 1 | 23.8 |
| nor2_1 | 4 | 15.0 |
| nor2b_1 | 1 | 6.26 |
| dfxtp_1 | 6 | 120 |
[per-stage QoR]
| stage | util | hold slack (ns) | TNS, ns |
|---|---|---|---|
| floorplan | - | 0.275 | 0 |
| global placement | 0.0949 | 0.470 | -0.167 |
| detailed placement | 0.0949 | 0.474 | -0.213 |
| CTS | 0.101 | 0.485 | 0 |
| global route | 0.101 | 0.500 | 0 |
| finish | 0.101 | 0.489 | 0 |
[worst register-to-register path: stages, from the launching register on]
cell and delay [ns]:
dfxtp_1 0.34, nor4_1 0.32, o21bai_1 0.09
[metal layers]
layer | up-vias | global-route usage | routed length (µm)
li1 | 83 | - | -
met4 | 0 | 0.0141 | 27
met1 | 69 | 0.0188 | 241
met3 | 2 | 0.00682 | 26
met5 | - | 0 | 0
met2 | 5 | 0.0161 | 142
[layout make-up]
type | count | area, µm²
Fill cell | 402 | 3070
Sequential cell | 7 | 135
Multi-Input combinational cell | 12 | 90.1
Tap cell | 46 | 57.6
Timing Repair Buffer | 4 | 37.5
Clock buffer | 3 | 22.5
Inverter | 1 | 3.75
[power groups by stage]
stage                  logic, W  registers [W]  clock network (W)
final                 0.0000355       0.000256           0.000213
after global routing  0.0000397       0.000256           0.000249
after CTS             0.0000357       0.000256           0.000224
